File: flow/run.sh
#!/bin/bash
# OpenROAD 26Q1-2900-gdf79404cd8, Yosys 0.63+post, stock flow scripts
make -C /OpenROAD-flow-scripts/flow DESIGN_CONFIG=/design/flow/config.mk WORK_HOME=/design/flow/orfs finish
File: flow/config.mk
export PLATFORM = sky130hd
export DESIGN_NAME = ROUND
export DESIGN_NICKNAME = ROUND
export VERILOG_FILES = /design/flow/design.v
export SDC_FILE = /design/flow/constraint.sdc
export NUM_CORES = 4
export LEC_CHECK = 1
export CORE_AREA = 10 10 70 70
export DIE_AREA = 0 0 80 80
File: flow/constraint.sdc
current_design ROUND

set clk_period 4.2
set clk_io_pct 0.2

create_clock -name clk0 -period $clk_period

set non_clock_inputs [all_inputs -no_clocks]
set_input_delay [expr $clk_period * $clk_io_pct] -clock clk0 $non_clock_inputs
set_output_delay [expr $clk_period * $clk_io_pct] -clock clk0 [all_outputs]
File: flow/design.v
module ROUND(
  input sign_Z,
  input [2:0]r_mode,
  input [26:0]Z_in,
  output norm_r,
  output [22:0]Z_out);
  wire [24:0]Z_plus, Z_up, Z_down, Z_near_max, Z_near_even;
  wire [24:0]Z_round;
  wire RNE, RTZ, RDN, RUP, RMM;
  assign RNE = (r_mode == 3'b000);  
  assign RTZ = (r_mode == 3'b001);  
  assign RDN = (r_mode == 3'b010);  
  assign RUP = (r_mode == 3'b011);  
  assign RMM = (r_mode == 3'b100);  
  assign Z_plus = Z_in[26:3] + 1'b1;
  assign Z_up = sign_Z ? {1'b0, Z_in[26:3]} : Z_plus;
  assign Z_down = sign_Z ? Z_plus : {1'b0, Z_in[26:3]};
  assign Z_near_even = !Z_in[2] ? Z_in[26:3] : (|Z_in[1:0] ? Z_plus : (Z_in[3] ? Z_plus : Z_in[26:3]));
  assign Z_near_max = !Z_in[2] ? Z_in[26:3] : Z_plus;
  assign Z_round =
    RNE ? Z_near_even :
    (RTZ ? Z_in[26:3] :
     (RDN ? Z_down :
      (RUP ? Z_up : Z_near_max)));
  assign norm_r = Z_round[24];
  assign Z_out = norm_r ? Z_round[23:1] : Z_round[22:0];
endmodule
==> flow_summary.ini <==
; physical design summary
[run_status]
run_status = finished, final reports clean

[critical_path]
worst-path-max-fanout = 7
max_stage_delay_ns = 0.52
worst_path_max_delay_cell = clkdlybuf4s50_1
critPathLaunchType = input pin
worstPathArrival_ns = 3.18
worstSetupPathType = input pin to output port
path_cells = clkdlybuf4s50_1, ha_1, and3_1, and2_1, nand3_4, buf_4, nor2_1, nand3_1, mux2_1, clkdlybuf4s50_1
worst-path-buf-inv = 3
cp_common_cell = clkdlybuf4s50_1
end_kind = output port
critPathTopFamily = buffers and inverters
crit_required_ns = 3.36

[final_timing]
tightestPinTransition_ns = 0.457
slew_headroom = 0.693
fmax_mhz = 249
whs_ns = 2.43
finalSetupViolCount = 0
post-route-period-util = 0.957
finalCriticalPeriod_ns = 4.02
slew_viol_final = 0
hold_violations = 0
grt_setup_unrepaired = false
finalSetupTns_ns = 0

[detailed_routing]
via_per_inst = 5.12
avgRoutedWirePerCell_um = 13.9
drt_pass1_iterations = 5
ant_nets = 0
finalWirelength_mm = 3.83
vias = 1413
drt_iter0_markers = 41
route.detailed.drc = 0
diodes = 0

[floorplanning]
dieArea_sq_mm = 0.00640
boundaryPins = 55
fp.dieW_um = 80
die_height_um = 80
num_rows = 21
core_sq_mm = 0.00342
initCoreUtil = 0.307

[power]
ir_drop_v = 0.0000480
p_per_area_mw_per_mm2 = 84.0
p_leak_nw = 0.646

[run]
log.warning_count = 32
maxCapViolCount = 0

[final_layout]
area_delta_synth_final_pct = 62.5
nClkBuffers = 0
fillerInstances = 356
ff_count = 0
layout-drive-gt1-share = 0.100
seqCellArea_sq_um = 0
combGateArea_sq_um = 976
finalInstanceArea_sq_mm = 0.00171

[place]
dp_hpwl_mm = 3.29
gp_congestion = 0.883
port_buffers = 55
place_area_sq_mm = 0.00170

[synth]
synth_cell_types = 43
yosys-stat-cells = 170
seq_area_frac_synth = 0
yosysWarnings = 0
ys_area_sq_mm = 0.00105
synth.avg_cell_area_sq_um = 6.18
syn_area_sq_mm = 0.00105
synth_cells = 170

[global_route]
antenna_found_initial = 0
grt_max_degree = 12
grt_use_total = 0.112
grt_overflow_total = 0
grt_pass1_vias = 1334
grt_pass1_wl_mm = 6.12

[worst_hold_path]
min_from = Z_in[3]
min-delay-path-class = input pin to output port
hold_end = Z_out[0]
hold-path-cell-count = 4

[cts]
cts_setup_buffers = 0
## how the worst max path moves through the flow
stage / from / end / slack (ns) / cells past startpoint
6_report: Z_in[4] / Z_out[22] / 0.18 / 10
4_1_cts: r_mode[0] / Z_out[22] / 0.10 / 9
5_1_grt: Z_in[4] / Z_out[2] / 0.03 / 9
## per-layer routing
| metal | wire length (um) | GRT usage | up-vias |
|---|---|---|---|
| met5 | 0 | 0 | - |
| met4 | 0 | 0 | 0 |
| met3 | 321 | 0.0295 | 0 |
| met2 | 1700 | 0.189 | 46 |
| met1 | 1800 | 0.148 | 627 |
| li1 | - | - | 740 |
## stage by stage
stage	worst slack, ns	utilization	total power (W)	cells
floorplan	1.29	-	0.0000596	170
finish	0.182	0.499	0.000143	276
global placement	0.128	0.498	0.000143	276
global route	0.0281	0.499	0.000157	276
CTS	0.103	0.498	0.000145	276
detailed placement	0.113	0.498	0.000144	276
## tightest hold or removal path, cell delays in order
cell and delay (ns):
dlymetal6s2s_1 0.18, nor2_1 0.12, a31oi_1 0.04, clkdlybuf4s50_1 0.41
## cells in the final DEF (no fill, tap or decap), types with 3 or more instances in the layout
| master | Yosys | layout |
|---|---|---|
| o31ai_1 | 4 | 4 |
| xor2_1 | 6 | 6 |
| nor3_1 | 6 | 6 |
| o211ai_1 | 3 | 3 |
| inv_1 | 3 | 3 |
| a31oi_1 | 3 | 3 |
| nand2_1 | 34 | 34 |
| nor2_1 | 20 | 20 |
| buf_4 | 5 | 14 |
| and3_1 | 3 | 3 |
| or3_1 | 3 | 3 |
| nand4_1 | 7 | 7 |
| o21ai_0 | 6 | 6 |
| and4_1 | 5 | 5 |
| nand3_1 | 11 | 11 |
| a21oi_1 | 8 | 8 |
| clkdlybuf4s50_1 | 0 | 53 |
| nor2b_1 | 3 | 3 |
| xnor2_1 | 10 | 10 |
## what timing repair did
| item | CTS | global route |
|---|---|---|
| hold buffers | 0 | 0 |
| setup endpoints to repair | 0 | 5 |
| gates resized | 0 | 2 |
## Yosys cell counts, types with 2 or more instances
cell type | number | area [sq um]
a21oi_1 | 8 | 40.0
a31oi_1 | 3 | 18.8
and2_1 | 2 | 12.5
and3_1 | 3 | 18.8
and4_1 | 5 | 43.8
buf_2 | 2 | 10.0
buf_4 | 5 | 37.5
inv_1 | 3 | 11.3
nand2_1 | 34 | 128
nand2b_1 | 2 | 12.5
nand3_1 | 11 | 55.1
nand4_1 | 7 | 43.8
nor2_1 | 20 | 75.1
nor2b_1 | 3 | 18.8
nor3_1 | 6 | 30.0
nor3_2 | 2 | 20.0
o211ai_1 | 3 | 22.5
o21a_1 | 2 | 15.0
o21ai_0 | 6 | 30.0
o31ai_1 | 4 | 30.0
or3_1 | 3 | 18.8
xnor2_1 | 10 | 87.6
xor2_1 | 6 | 52.6
## kinds of logic after synthesis
kind of cell	Yosys count	synth area share
AND/OR/NAND/NOR	106	0.538
AND-OR/OR-AND	34	0.236
buffers and inverters	12	0.0703
multiplexers	1	0.0107
adder cells (fa/ha/maj)	1	0.0119
XOR/XNOR	16	0.133
## where the power goes
part / switching [W] / internal (W) / total (W)
logic: 0.0000600 / 0.0000832 / 0.000143
registers: 0 / 0 / 0
clock network: 0 / 0 / 0
total: 0.0000600 / 0.0000832 / 0.000143
## cell type report
| type | count | area share |
|---|---|---|
| Multi-Input combinational cell | 158 | 0.572 |
| Inverter | 3 | 0.00660 |
| Timing Repair Buffer | 69 | 0.387 |
| Tap cell | 46 | 0.0337 |
Power figures rest on the tool's default switching activity, not on a simulated workload.
