==> flow/design.v <==
module selector7(x, y, Y3, pp);
  input [22:0]y;
  input [23:0]Y3;
  input [2:0]x;  
  output [25:0]pp;
  wire [3:0]sel;  
  wire[25:0]Y, Y2, Y4;
  assign Y = {3'b001, y};
  assign Y2 = {2'b01, y, 1'b0};
  assign Y4 = {1'b1, y, 2'b00};
  wire neta, netb, netc;
  assign neta = x[0] ^ x[1];
  assign netb = x[1] ^ x[2];
  assign netc = !x[2];
  assign sel[0] = ~(!neta | netc);
  assign sel[1] = ~(!neta | !netc);
  assign sel[2] = ~(neta | !netb);
  assign sel[3] = ~(neta | netb | !netc);
  wire [25:0]net0, net1, net2, net3;
  assign net0 = sel[0] ? Y : 0;
  assign net1 = sel[1] ? {Y3[23], !Y3[23], Y3[22:0], y[0]} : 0;
  assign net2 = sel[2] ? Y2 : 0;
  assign net3 = sel[3] ? Y4 : 0;
  assign pp = ~(net0 | net1 | net2 | net3);
endmodule
==> flow/run.sh <==
#!/bin/bash
# OpenROAD 26Q1-2900-gdf79404cd8, Yosys 0.63+post, stock flow scripts
make -C /OpenROAD-flow-scripts/flow DESIGN_CONFIG=/design/flow/config.mk WORK_HOME=/design/flow/orfs finish
==> flow/config.mk <==
export PLATFORM = sky130hd
export DESIGN_NAME = selector7
export DESIGN_NICKNAME = selector7
export VERILOG_FILES = /design/flow/design.v
export SDC_FILE = /design/flow/constraint.sdc
export NUM_CORES = 4
export LEC_CHECK = 1
export CORE_AREA = 10 10 70 70
export DIE_AREA = 0 0 80 80
==> flow/constraint.sdc <==
current_design selector7

set clk_period 5.6
set clk_io_pct 0.2

create_clock -name clk0 -period $clk_period

set non_clock_inputs [all_inputs -no_clocks]
set_input_delay [expr $clk_period * $clk_io_pct] -clock clk0 $non_clock_inputs
set_output_delay [expr $clk_period * $clk_io_pct] -clock clk0 [all_outputs]
==> results.yml <==
# physical design summary
cells_and_area:
  layout_top_cells: "clkdlybuf4s50_1, mux2i_1, a21oi_1, nand2_1, o21ai_0"
  logic_area_sq_um: 1340
  layoutNonFillerInstCount: 321
  n_fill_cell: 328
  clkbuf_count: 0
  layout-drive-gt1-share_pct: 2.18
  utilization_pct: 64.0
  seq_cell_count: 0
  layout.cells.most_common: "clkdlybuf4s50_1"
  syn_to_final_growth_pct: 45.0
  regArea_sq_um: 0
routing:
  drt-initial-drc-count: 149
  drc: 0
  drt-total-wl_mm: 4.99
  via_per_inst: 5.84
  detail-route-antenna-nets: 0
  dr.pass1.iters: 4
  vias: 1875
  antennaDiodeCount: 0
  avgRoutedWirePerCell_um: 15.6
power_and_ir_drop:
  pwr-share-comb_pct: 100.0
  vdd_drop_max_v: 0.0000427
  netSwitchingFraction_pct: 41.3
  internal-power_mw: 0.104
  clkPwrFrac_pct: 0
  cellLeakagePower_nw: 0.837
  power.total_mw: 0.177
  power_density_nw_per_um2: 80.9
  seqPwrFrac_pct: 0
  p_switching_mw: 0.0731
global_routing:
  grt_first_pass_wirelength_mm: 8.25
  grt_max_degree: 83
  antenna_found_initial: 0
  grt_pass1_vias: 1744
  track_usage_pct: 14.8
  overflow: 0
critical_path:
  cp-start-kind: "input pin"
  path_cells: "clkdlybuf4s50_1 > or2_1 > o221ai_1 > a21oi_1 > clkdlybuf4s50_1"
  path_buffers: 2
  required_ns: 4.48
  endpoint_kind: "output pin"
  path_class: "input pin to output pin"
  critical_path.top_delay_family: "buffers and inverters"
  cpPeakStageDelay_ns: 0.70
  worst_path_most_repeated_cell: "clkdlybuf4s50_1"
  cp_slowest_cell: "or2_1"
  crit_fanout: 22
  arrival_ns: 3.24
job:
  drv_cap: 0
  log.warning_count: 33
timing:
  tns_ns: 0
  hold_ws_ns: 3.20
  finalCriticalPeriod_ns: 4.36
  worstMarginPinSlew_ns: 0.863
  setup_violations: 0
  hold_viol: 0
  timing.slew.headroom_pct: 42.5
  fmax_mhz: 230
  final_max_slew_viol_count: 0
  rsz0062_at_grt: "no"
  post-route-period-util_pct: 77.8
synth:
  synth_area_sq_um: 1510
  synth_seq_share_pct: 0
  syn_avg_cell_area_sq_um: 6.70
  synth_cells: 225
  ys_warn_count: 0
  synth_stat.cells: 225
  yosysChipArea_sq_um: 1510
  synth_cell_types: 25
placement:
  place_congestion: 0.770
  place_inst: 321
  dp_hpwl_mm: 3.45
  port_buffers: 76
die:
  dieWidth_um: 80
  core_sq_um: 3420
  rows: 21
  die_area_sq_um: 6400
  initCoreUtil_pct: 44.1
  pin_count: 76
  die_h_um: 80
run_status:
  status: "finished clean"
clocking:
  post_cts_buffers: 0
  cts_hold_buf: 0
  cts_resized: 0
worst_hold_path:
  hp-class: "input pin to output pin"
[stage by stage]
| step | area, sq um | worst slack (ns) |
|---|---|---|
| after floorplan | 1510 | 2.59 |
| after global placement | 2190 | 1.27 |
| final | 2190 | 1.24 |
| after CTS | 2190 | 1.27 |
| after global routing | 2190 | 1.06 |
| after detailed placement | 2190 | 1.27 |
[tightest hold or removal path: cells and delay by family]
family	cells	cell delay [ns]
compound gates	1	0.07
buf+inv	2	0.89
[power by group through the flow]
stage / logic [mW] / registers (mW) / clock network (mW)
4_1_cts: 0.179 / 0 / 0
5_1_grt: 0.198 / 0 / 0
6_report: 0.177 / 0 / 0
[kinds of logic (layout without fill, tap and decap cells)]
family / after synthesis / count (layout) / synth area share (%)
AND/OR/NAND/NOR: 76 / 76 / 29.3
multiplexers: 43 / 43 / 28.5
buffers and inverters: 32 / 82 / 11.3
AND-OR/OR-AND: 73 / 73 / 30.3
XOR/XNOR: 1 / 1 / 0.581
[synth_stat cells, types with 3 or more instances]
| cell | count | area [sq um] |
|---|---|---|
| a21oi_1 | 24 | 120 |
| nand2b_1 | 3 | 18.8 |
| buf_2 | 13 | 65.1 |
| nand4b_1 | 21 | 184 |
| clkbuf_1 | 10 | 37.5 |
| buf_4 | 5 | 37.5 |
| nand2_1 | 24 | 90.1 |
| o221ai_1 | 21 | 184 |
| o21ai_0 | 23 | 115 |
| mux2i_1 | 43 | 430 |
| nand3_1 | 21 | 105 |
[worst paths after layout]
| check | start | end | slack, ns | depth (start not counted) |
|---|---|---|---|---|
| setup / recovery | x[1] | pp[10] | 1.24 | 5 |
| hold / removal | y[0] | pp[1] | 3.20 | 3 |
[final cells by class]
| type | count | area share (%) |
|---|---|---|
| timing repair buffer | 80 | 35.8 |
| inverter | 2 | 0.343 |
| multi-input combinational | 193 | 61.2 |
| tap | 46 | 2.63 |
[metal layers]
metal	vias up	wire length, um	global-route usage [%]
met4	0	14	0.528
met3	2	416	3.75
li1	978	-	-
met2	56	2230	23.8
met5	-	0	0
met1	839	2330	20.4
Power figures rest on the tool's default switching activity, not on a simulated workload.
